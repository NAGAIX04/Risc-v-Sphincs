===== /design/flow/design.v =====
`timescale 1ns / 1ps
module RTL_crypto_hashblocks_sha256(
												input wire 			CLK,
                                    input	wire			RST,
                                    input	wire			start_in,
                                    input	wire	[511:0]	message_in,
                                    input	wire	[255:0]	digest_in,
                                    output	reg		[255:0]	digest_out,
                                    output	reg            	valid_out
);
    reg  [6:0] 		round_reg;
    reg				round_add;
    reg [511:0] 	message_reg;	
    wire [31:0] 	W0_wr, W1_wr, W2_wr, W3_wr, W4_wr, W5_wr, W6_wr, W7_wr, W8_wr, W9_wr, W10_wr, W11_wr, W12_wr, W13_wr, W14_wr, W15_wr, W16_wr;
    wire [31:0] 	a_wr, b_wr, c_wr, d_wr, e_wr, f_wr, g_wr, h_wr, a_new_wr, e_new_wr;
    reg [255:0] 	digest_reg;	
    reg [255:0] 	digest_init_reg;
    wire [31:0] 	sigma0_wr;
	wire [31:0] 	sigma1_wr;
	wire [31:0] 	SIGMA0_wr;
	wire [31:0] 	SIGMA1_wr;
	wire [31:0]  	Ch_wr;
	wire [31:0]  	Maj_wr;
    reg	 [31:0]		K_reg;
    always @ (posedge CLK)
    begin 
        if(RST == 1'b0) begin
            round_reg 			<= 7'b0;
            round_add			<= 1'b0;
        end
        else begin
            if(start_in) begin
                round_add			<= 1'b1;
                round_reg 			<= round_reg + 1'b1;
            end
            else if (round_reg == 7'd65) begin
                round_reg  		<= 7'b0;
                round_add		<= 1'b0;
            end
            else begin
                round_add			<= round_add;
                round_reg 			<= round_reg + round_add;
            end
        end
	end
	assign W0_wr  = (start_in) ? message_in[511:480] : message_reg[511:480];
	assign W1_wr  = (start_in) ? message_in[479:448] : message_reg[479:448];
	assign W2_wr  = (start_in) ? message_in[447:416] : message_reg[447:416];
	assign W3_wr  = (start_in) ? message_in[415:384] : message_reg[415:384];
	assign W4_wr  = (start_in) ? message_in[383:352] : message_reg[383:352];
	assign W5_wr  = (start_in) ? message_in[351:320] : message_reg[351:320];
	assign W6_wr  = (start_in) ? message_in[319:288] : message_reg[319:288];
	assign W7_wr  = (start_in) ? message_in[287:256] : message_reg[287:256];
	assign W8_wr  = (start_in) ? message_in[255:224] : message_reg[255:224];
	assign W9_wr  = (start_in) ? message_in[223:192] : message_reg[223:192];
	assign W10_wr = (start_in) ? message_in[191:160] : message_reg[191:160];
	assign W11_wr = (start_in) ? message_in[159:128] : message_reg[159:128];
	assign W12_wr = (start_in) ? message_in[127:96 ] : message_reg[127:96 ];
	assign W13_wr = (start_in) ? message_in[95:64  ] : message_reg[95:64  ];
	assign W14_wr = (start_in) ? message_in[63:32  ] : message_reg[63:32  ];
	assign W15_wr = (start_in) ? message_in[31:0   ] : message_reg[31:0   ];
    assign sigma0_wr = {W1_wr[6:0],W1_wr[31:7],W1_wr[6:0],W1_wr[31:7]}^{W1_wr[17:0],W1_wr[31:18],W1_wr[17:0],W1_wr[31:18]}^{3'b000,W1_wr[31:3],3'b000,W1_wr[31:3]};
	assign sigma1_wr = {W14_wr[16:0],W14_wr[31:17],W14_wr[16:0],W14_wr[31:17]}^{W14_wr[18:0],W14_wr[31:19],W14_wr[18:0],W14_wr[31:19]}^{10'b0000000000,W14_wr[31:10],10'b0000000000,W14_wr[31:10]};
	assign W16_wr = sigma0_wr + sigma1_wr + W0_wr + W9_wr; 
   always @(posedge CLK or negedge RST) 
	begin
		if(RST == 1'b0) begin
			message_reg 	<= 512'b0;
		end
		else begin
			message_reg <= {W1_wr, W2_wr, W3_wr, W4_wr, W5_wr, W6_wr, W7_wr, W8_wr, W9_wr, W10_wr, W11_wr, W12_wr, W13_wr, W14_wr, W15_wr, W16_wr};
		end
	end
    assign a_wr = (start_in) ? digest_in[255:224] : digest_reg[255:224];
	assign b_wr = (start_in) ? digest_in[223:192] : digest_reg[223:192];
	assign c_wr = (start_in) ? digest_in[191:160] : digest_reg[191:160];
	assign d_wr = (start_in) ? digest_in[159:128] : digest_reg[159:128];
	assign e_wr = (start_in) ? digest_in[127:96 ] : digest_reg[127:96 ];
	assign f_wr = (start_in) ? digest_in[95:64  ] : digest_reg[95:64  ];
	assign g_wr = (start_in) ? digest_in[63:32  ] : digest_reg[63:32  ];
	assign h_wr = (start_in) ? digest_in[31:0   ] : digest_reg[31:0   ];
    assign SIGMA1_wr 	= {e_wr[5:0],e_wr[31:6]} ^ {e_wr[10:0], e_wr[31:11]} ^ {e_wr[24:0], e_wr[31:25]};
	assign SIGMA0_wr 	= {a_wr[1:0], a_wr[31:2]} ^ {a_wr[12:0], a_wr[31:13]} ^ {a_wr[21:0], a_wr[31:22]};
	assign Ch_wr   	 	= (e_wr & f_wr) ^ ((~e_wr) & g_wr);
	assign Maj_wr	 	= (a_wr & b_wr) ^ (a_wr & c_wr) ^ (b_wr & c_wr);
	assign a_new_wr 		= SIGMA0_wr + Maj_wr + K_reg + W0_wr + h_wr + SIGMA1_wr + Ch_wr;
	assign e_new_wr 		= K_reg + W0_wr + h_wr + SIGMA1_wr + Ch_wr + d_wr;
    always @(posedge CLK or negedge RST)	
	begin
		if(RST == 1'b0) begin
			digest_reg			<= 256'h0;
			digest_init_reg	    <= 256'h0;
			digest_out			<= 256'h0;
			valid_out			<= 1'b0;
		end
		else begin
			digest_reg		<= {a_new_wr,a_wr,b_wr,c_wr,e_new_wr,e_wr,f_wr,g_wr};
			if(start_in) begin								
				digest_init_reg	    <= digest_in;
				digest_out			<= 256'h0;
				valid_out			<= 1'b0;
			end
			else if(round_reg == 7'd64) begin
				digest_out[255:224] <= digest_init_reg[255:224] + digest_reg[255:224];
				digest_out[223:192] <= digest_init_reg[223:192] + digest_reg[223:192];
				digest_out[191:160] <= digest_init_reg[191:160] + digest_reg[191:160];
				digest_out[159:128] <= digest_init_reg[159:128] + digest_reg[159:128];
				digest_out[127:96] 	<= digest_init_reg[127:96]  + digest_reg[127:96];
				digest_out[95:64] 	<= digest_init_reg[95:64]   + digest_reg[95:64];  
				digest_out[63:32]	<= digest_init_reg[63:32]   + digest_reg[63:32];  
				digest_out[31:0] 	<= digest_init_reg[31:0]    + digest_reg[31:0];   
				valid_out			<= 1'b1;
			end
			else begin				
				digest_init_reg	    <= digest_init_reg;				
				digest_out			<= digest_out;
				valid_out			<= 1'b0;
			end
		end
	end
    always @*
    begin
        case(round_reg)
            7'd00: K_reg <= 32'h428a2f98;
            7'd01: K_reg <= 32'h71374491;
            7'd02: K_reg <= 32'hb5c0fbcf;
            7'd03: K_reg <= 32'he9b5dba5;
            7'd04: K_reg <= 32'h3956c25b;
            7'd05: K_reg <= 32'h59f111f1;
            7'd06: K_reg <= 32'h923f82a4;
            7'd07: K_reg <= 32'hab1c5ed5;
            7'd08: K_reg <= 32'hd807aa98;
            7'd09: K_reg <= 32'h12835b01;
            7'd10: K_reg <= 32'h243185be;
            7'd11: K_reg <= 32'h550c7dc3;
            7'd12: K_reg <= 32'h72be5d74;
            7'd13: K_reg <= 32'h80deb1fe;
            7'd14: K_reg <= 32'h9bdc06a7;
            7'd15: K_reg <= 32'hc19bf174;
            7'd16: K_reg <= 32'he49b69c1;
            7'd17: K_reg <= 32'hefbe4786;
            7'd18: K_reg <= 32'h0fc19dc6;
            7'd19: K_reg <= 32'h240ca1cc;
            7'd20: K_reg <= 32'h2de92c6f;
            7'd21: K_reg <= 32'h4a7484aa;
            7'd22: K_reg <= 32'h5cb0a9dc;
            7'd23: K_reg <= 32'h76f988da;
            7'd24: K_reg <= 32'h983e5152;
            7'd25: K_reg <= 32'ha831c66d;
            7'd26: K_reg <= 32'hb00327c8;
            7'd27: K_reg <= 32'hbf597fc7;
            7'd28: K_reg <= 32'hc6e00bf3;
            7'd29: K_reg <= 32'hd5a79147;
            7'd30: K_reg <= 32'h06ca6351;
            7'd31: K_reg <= 32'h14292967;
            7'd32: K_reg <= 32'h27b70a85;
            7'd33: K_reg <= 32'h2e1b2138;
            7'd34: K_reg <= 32'h4d2c6dfc;
            7'd35: K_reg <= 32'h53380d13;
            7'd36: K_reg <= 32'h650a7354;
            7'd37: K_reg <= 32'h766a0abb;
            7'd38: K_reg <= 32'h81c2c92e;
            7'd39: K_reg <= 32'h92722c85;
            7'd40: K_reg <= 32'ha2bfe8a1;
            7'd41: K_reg <= 32'ha81a664b;
            7'd42: K_reg <= 32'hc24b8b70;
            7'd43: K_reg <= 32'hc76c51a3;
            7'd44: K_reg <= 32'hd192e819;
            7'd45: K_reg <= 32'hd6990624;
            7'd46: K_reg <= 32'hf40e3585;
            7'd47: K_reg <= 32'h106aa070;
            7'd48: K_reg <= 32'h19a4c116;
            7'd49: K_reg <= 32'h1e376c08;
            7'd50: K_reg <= 32'h2748774c;
            7'd51: K_reg <= 32'h34b0bcb5;
            7'd52: K_reg <= 32'h391c0cb3;
            7'd53: K_reg <= 32'h4ed8aa4a;
            7'd54: K_reg <= 32'h5b9cca4f;
            7'd55: K_reg <= 32'h682e6ff3;
            7'd56: K_reg <= 32'h748f82ee;
            7'd57: K_reg <= 32'h78a5636f;
            7'd58: K_reg <= 32'h84c87814;
            7'd59: K_reg <= 32'h8cc70208;
            7'd60: K_reg <= 32'h90befffa;
            7'd61: K_reg <= 32'ha4506ceb;
            7'd62: K_reg <= 32'hbef9a3f7;
            7'd63: K_reg <= 32'hc67178f2;
            default: K_reg <= 32'b0;
        endcase
    end
endmodule
`timescale 1ns/1ps
module sphincs_compute_H_msg (
  input  wire         CLK,
  input  wire         RST,         
  input  wire         start,       
  input  wire [127:0] R_in,
  input  wire [127:0] PKseed,
  input  wire [127:0] PKroot,
  input  wire [263:0] msg,         
  output reg  [271:0] H_msg,       
  output reg          valid
);
  localparam [255:0] SHA256_IV = {
    32'h6a09e667, 32'hbb67ae85, 32'h3c6ef372, 32'ha54ff53a,
    32'h510e527f, 32'h9b05688c, 32'h1f83d9ab, 32'h5be0cd19
  };
  wire [127:0] msg_hi16 = msg[263:136];
  wire [135:0] msg_lo17 = msg[135:0];
  wire [511:0] H_blk0 = {R_in, PKseed, PKroot, msg_hi16};
  wire [511:0] H_blk1 = { msg_lo17, 8'h80, 304'h0, 64'h0000_0000_0000_0288 };
  wire [511:0] MGF1_blk0 = { 256'b0, 256'h0 };  
  wire [511:0] MGF1_blk1 = { 256'b0, 256'h0 };
  reg          core_start;
  reg  [511:0] core_msg;
  reg  [255:0] core_digest_in;
  wire [255:0] core_digest_out;
  wire         core_valid_out;
  RTL_crypto_hashblocks_sha256 core (
    .CLK(CLK), .RST(RST), .start_in(core_start),
    .message_in(core_msg), .digest_in(core_digest_in),
    .digest_out(core_digest_out), .valid_out(core_valid_out)
  );
  localparam S_IDLE  = 4'd0;
  localparam S_H0_P  = 4'd1;
  localparam S_H0_W  = 4'd2;
  localparam S_H1_P  = 4'd3;
  localparam S_H1_W  = 4'd4;
  localparam S_M0_P  = 4'd5;
  localparam S_M0_W  = 4'd6;
  localparam S_M1_P  = 4'd7;
  localparam S_M1_W  = 4'd8;
  localparam S_DONE  = 4'd9;
  reg [3:0]  state, state_n;
  reg [255:0] h_digest;
  reg [255:0] T0, T1;
  wire [511:0] mgf_blk0 = { h_digest, 32'h00000000, 8'h80, 152'h0, 64'h0000_0000_0000_0120 };
  wire [511:0] mgf_blk1 = { h_digest, 32'h00000001, 8'h80, 152'h0, 64'h0000_0000_0000_0120 };
  always @(posedge CLK or negedge RST) begin
    if (RST == 1'b0) begin
      state     <= S_IDLE;
      h_digest  <= 256'b0;
      T0        <= 256'b0;
      T1        <= 256'b0;
      H_msg     <= 272'b0;
      valid     <= 1'b0;
    end else begin
      state <= state_n;
      if (state == S_H1_W && core_valid_out) begin
        h_digest <= core_digest_out;
      end
      if (state == S_M0_W && core_valid_out) begin
        T0 <= core_digest_out;
      end
      if (state == S_M1_W && core_valid_out) begin
        T1    <= core_digest_out;
        H_msg <= { T0, core_digest_out[255:240] };
        valid <= 1'b1;
      end else begin
        valid <= 1'b0;
      end
    end
  end
  always @* begin
    state_n        = state;
    core_start     = 1'b0;
    core_msg       = 512'b0;
    core_digest_in = 256'b0;
    case (state)
      S_IDLE: begin
        if (start) begin
          core_start     = 1'b1;
          core_msg       = H_blk0;
          core_digest_in = SHA256_IV;
          state_n        = S_H0_W;
        end
      end
      S_H0_W: begin
        if (core_valid_out) begin
          state_n = S_H1_P;
        end
      end
      S_H1_P: begin
        core_start     = 1'b1;
        core_msg       = H_blk1;
        core_digest_in = core_digest_out;  
        state_n        = S_H1_W;
      end
      S_H1_W: begin
        if (core_valid_out) begin
          state_n = S_M0_P;
        end
      end
      S_M0_P: begin
        core_start     = 1'b1;
        core_msg       = mgf_blk0;
        core_digest_in = SHA256_IV;
        state_n        = S_M0_W;
      end
      S_M0_W: begin
        if (core_valid_out) begin
          state_n = S_M1_P;
        end
      end
      S_M1_P: begin
        core_start     = 1'b1;
        core_msg       = mgf_blk1;
        core_digest_in = SHA256_IV;
        state_n        = S_M1_W;
      end
      S_M1_W: begin
        if (core_valid_out) begin
          state_n = S_DONE;
        end
      end
      S_DONE: begin
        if (start) begin
          core_start     = 1'b1;
          core_msg       = H_blk0;
          core_digest_in = SHA256_IV;
          state_n        = S_H0_W;
        end
      end
      default: state_n = S_IDLE;
    endcase
  end
endmodule

===== /design/flow/config.mk =====
export PLATFORM = sky130hd
export DESIGN_NAME = sphincs_compute_H_msg
export DESIGN_NICKNAME = sphincs_compute_H_msg
export VERILOG_FILES = /design/flow/design.v
export SDC_FILE = /design/flow/constraint.sdc
export NUM_CORES = 4
export LEC_CHECK = 1
export CORE_UTILIZATION = 30

===== /design/flow/run.sh =====
#!/bin/bash
# OpenROAD 26Q1-2900-gdf79404cd8, Yosys 0.63+post, stock flow scripts
make -C /OpenROAD-flow-scripts/flow DESIGN_CONFIG=/design/flow/config.mk WORK_HOME=/design/flow/orfs finish

===== /design/flow/constraint.sdc =====
current_design sphincs_compute_H_msg

set clk_period 227.7
set clk_io_pct 0.2

create_clock -name clk0 -period $clk_period [get_ports {CLK}]

set non_clock_inputs [all_inputs -no_clocks]
set_input_delay [expr $clk_period * $clk_io_pct] -clock clk0 $non_clock_inputs
set_output_delay [expr $clk_period * $clk_io_pct] -clock clk0 [all_outputs]

==> results.yml <==
# physical design summary
status:
  status: "complete, but fails checks"
  violations: "capacitance limit, slew limit"
global_route:
  grt_pass1_wl_mm: 650
  overflow: 0
  grt_use_total_pct: 26.6
  grt_pass1_vias: 80800
  grt_max_degree: 151
  antenna_found_initial: 87
clock_tree:
  postCtsSetupBuffers: 0
  cts_tree: "done"
  htreeDepth: 4
  clkTransAtPathRegs_ns: 0.06
  cts_buffers: 242
  clock_sinks: 2115
  cts-root-buf: "clkbuf_16"
  worstSkewPairLatency_ns: 0.98
  cts_hold_buffers: 0
  cts-resized-gates: 0
  cts_buffer_depth: 4
floorplanning:
  rows: 220
  die_area_um2: 363000
  boundaryPins: 924
  dieWidth_um: 602
  fp.dieH_um: 602
  initial_core_util_pct: 30.1
  core_um2: 359000
synthesis:
  yosysCellCount: 9614
  ys_sh_simple_pct: 5.47
  ys_types: 107
  ys_area_um2: 108000
  syn_avg_cell_area_um2: 11.3
  yosysWarnings: 2
  adder_share_pct: 10.9
  ys.flop_type: "dfrtp_1"
  aoi_share_pct: 16.6
  top_logic_kind: "AND-OR/OR-AND gates"
  netlist_area_um2: 108000
  muxShareOfSynthArea_pct: 8.56
  edf_count: 0
  ys_seq_share_pct: 48.7
  ys_async_sr_fraction_pct: 98.1
  xor_area_share_pct: 4.52
  netlist_instances: 9614
  synth_flops: 2115
routing:
  num_vias: 80600
  drt-wirelength-per-cell_um: 30.1
  route.detailed.drc: 0
  first_pass_iters: 8
  vias_per_cell: 5.17
  wl_mm: 469
  first_iter_violations: 7320
  ant_nets: 0
critical_path:
  cp.required_ns: 228.53
  end_kind: "register"
  cp_max_fo: 31
  r2r_setup_slack_ns: 218.86
  max_stage_delay_ns: 0.63
  critPathSlowestCell: "fa_1"
  worstSetupStartpointType: "input pin"
  critPathArrivalTime_ns: 53.63
  crit_type: "in2reg"
  cp_common_cell: "fa_1"
sta:
  min_period_ns: 52.80
  fin_worst_skew_ns: 0.0832
  setup_violations: 0
  maxSlewHeadroom_pct: -13.0
  hold_viol: 0
  maxSlewViolCount: 4
  timing.final.ws_setup_ns: 174.90
  min_period_over_period_pct: 23.2
  worstMarginPinSlew_ns: 1.68
  fmax_mhz: 18.9
  setup_tns_ns: 0
  rsz0062_at_grt: "false"
place:
  dp_hpwl_mm: 364
  dpl.cell_count: 15100
  place.gp.congestion: 1.06
  portBuffers: 923
  pre_cts_ws_ns: 174.10
finish:
  largest_reg_flops: 512
  fin_util_pct: 36.9
  nFillCells: 35100
  fin_cells: 15600
  area_growth_pct: 22.3
  layout-drive-gt1-share_pct: 15.1
run:
  maxCapViolCount: 1
  warnings: 57
min_path:
  min_path_type: "reg2reg"
## critical path: cells and delay by family
family | cells | cell delay [ns]
adders and majority gates | 5 | 2.42
AOI/OAI and AO/OA | 9 | 2.20
buffers and inverters | 6 | 1.88
and+or+nand+nor | 4 | 0.91
muxes | 1 | 0.45
xor gates and xnor gates | 1 | 0.15
## kinds of logic after synthesis
logic type | Yosys count
DFF | 2115
and+or+nand+nor | 1332
xor gates and xnor gates | 558
buffers and inverters | 1479
AOI/OAI and AO/OA | 2568
adders and majority gates | 739
muxes | 823
## path summary, 6_finish.rpt
kind                                            start  cells past startpoint               endpoint
worst max-delay path                            start                     26   core.digest_reg[255]
worst min-delay path            core.message_reg[262]                      2  core.message_reg[294]
worst max register to register               state[7]                     25   core.digest_reg[255]
worst min register to register  core.message_reg[262]                      2  core.message_reg[294]
max in group asynchronous                         RST                      8                 T0[74]
min in group asynchronous                         RST                      1  core.message_reg[489]
## stage by stage
step	hold slack (ns)	instance area (um^2)
floorplan	0.422	108000
global placement	0.431	124000
detailed placement	0.434	124000
CTS	0.429	132000
global route	0.461	132000
finish	0.417	132000
## metal layers
layer	routed length [um]	global-route usage, %
met1	188000	36.2
met4	25700	11.8
met3	48200	10.3
met5	619	0.462
met2	207000	38.3
## layout make-up
cell class	count	area, um^2	share of cell area (%)
Clock inverter	116	1380	1.04
Timing Repair Buffer	1246	11800	8.90
Multi-Input combinational cell	6020	49900	37.7
Antenna cell	42	105	0.0795
Tap cell	4773	5970	4.51
Inverter	940	3540	2.67
Clock buffer	330	6900	5.22
Sequential cell	2115	52700	39.9
## cells in the final DEF (no fill, tap or decap), drive strengths merged, types with 345 or more instances in the layout
cell type / synthesis / routed
xnor2: 381 / 381
inv: 937 / 954
mux2: 808 / 808
a21oi: 584 / 584
fa: 345 / 345
ha: 364 / 364
nand2: 630 / 630
o21ai: 552 / 552
clkdlybuf4s50: 0 / 922
a22o: 469 / 469
dfrtp: 2074 / 2074
## synthesized netlist by cell type (14+ instances only)
master       n  area [um^2]
dfrtp_1   2074        51900
inv_1      933         3500
mux2_2     808         9100
nand2_1    629         2360
a21oi_1    581         2910
o21ai_0    502         2510
a22o_1     469         4110
clkbuf_1   412         1550
xnor2_1    381         3340
ha_1       364         4550
fa_1       345         6910
nor2_1     304         1140
a222oi_1   232         2320
xor2_1     177         1550
a21o_1     135         1010
nand3_1     89          445
a211oi_1    85          638
buf_2       73          365
nor3_1      59          295
a22oi_1     56          420
a31oi_1     52          325
nand2b_1    49          307
buf_1       47          176
o21bai_1    47          353
nor2b_1     45          282
o21ai_1     45          225
o21a_1      44          330
o211ai_1    41          308
dfxtp_1     40          801
a221oi_1    39          342
a21boi_0    36          270
maj3_1      30          300
nand4_1     29          181
or3_1       27          169
and3_1      23          144
o31ai_1     21          158
o22ai_1     18          113
and2_1      17          106
a21boi_1    15          113
a211o_1     14          123
mux2i_1     14          140
