[run.sh]
#!/bin/bash
# OpenROAD 26Q1-2900-gdf79404cd8, Yosys 0.63+post, stock flow scripts
make -C /OpenROAD-flow-scripts/flow DESIGN_CONFIG=/design/flow/config.mk WORK_HOME=/design/flow/orfs finish
[config.mk]
export PLATFORM = sky130hd
export DESIGN_NAME = sphincs_randomizer_R
export DESIGN_NICKNAME = sphincs_randomizer_R
export VERILOG_FILES = /design/flow/design.v
export SDC_FILE = /design/flow/constraint.sdc
export NUM_CORES = 4
export LEC_CHECK = 1
export CORE_UTILIZATION = 50
[constraint.sdc]
current_design sphincs_randomizer_R

set clk_period 89.5
set clk_io_pct 0.2

create_clock -name clk0 -period $clk_period [get_ports {CLK}]

set non_clock_inputs [all_inputs -no_clocks]
set_input_delay [expr $clk_period * $clk_io_pct] -clock clk0 $non_clock_inputs
set_output_delay [expr $clk_period * $clk_io_pct] -clock clk0 [all_outputs]
[design.v]
`timescale 1ns / 1ps
module RTL_crypto_hashblocks_sha256(
												input wire 			CLK,
                                    input	wire			RST,
                                    input	wire			start_in,
                                    input	wire	[511:0]	message_in,
                                    input	wire	[255:0]	digest_in,
                                    output	reg		[255:0]	digest_out,
                                    output	reg            	valid_out
);
    reg  [6:0] 		round_reg;
    reg				round_add;
    reg [511:0] 	message_reg;	
    wire [31:0] 	W0_wr, W1_wr, W2_wr, W3_wr, W4_wr, W5_wr, W6_wr, W7_wr, W8_wr, W9_wr, W10_wr, W11_wr, W12_wr, W13_wr, W14_wr, W15_wr, W16_wr;
    wire [31:0] 	a_wr, b_wr, c_wr, d_wr, e_wr, f_wr, g_wr, h_wr, a_new_wr, e_new_wr;
    reg [255:0] 	digest_reg;	
    reg [255:0] 	digest_init_reg;
    wire [31:0] 	sigma0_wr;
	wire [31:0] 	sigma1_wr;
	wire [31:0] 	SIGMA0_wr;
	wire [31:0] 	SIGMA1_wr;
	wire [31:0]  	Ch_wr;
	wire [31:0]  	Maj_wr;
    reg	 [31:0]		K_reg;
    always @ (posedge CLK)
    begin 
        if(RST == 1'b0) begin
            round_reg 			<= 7'b0;
            round_add			<= 1'b0;
        end
        else begin
            if(start_in) begin
                round_add			<= 1'b1;
                round_reg 			<= round_reg + 1'b1;
            end
            else if (round_reg == 7'd65) begin
                round_reg  		<= 7'b0;
                round_add		<= 1'b0;
            end
            else begin
                round_add			<= round_add;
                round_reg 			<= round_reg + round_add;
            end
        end
	end
	assign W0_wr  = (start_in) ? message_in[511:480] : message_reg[511:480];
	assign W1_wr  = (start_in) ? message_in[479:448] : message_reg[479:448];
	assign W2_wr  = (start_in) ? message_in[447:416] : message_reg[447:416];
	assign W3_wr  = (start_in) ? message_in[415:384] : message_reg[415:384];
	assign W4_wr  = (start_in) ? message_in[383:352] : message_reg[383:352];
	assign W5_wr  = (start_in) ? message_in[351:320] : message_reg[351:320];
	assign W6_wr  = (start_in) ? message_in[319:288] : message_reg[319:288];
	assign W7_wr  = (start_in) ? message_in[287:256] : message_reg[287:256];
	assign W8_wr  = (start_in) ? message_in[255:224] : message_reg[255:224];
	assign W9_wr  = (start_in) ? message_in[223:192] : message_reg[223:192];
	assign W10_wr = (start_in) ? message_in[191:160] : message_reg[191:160];
	assign W11_wr = (start_in) ? message_in[159:128] : message_reg[159:128];
	assign W12_wr = (start_in) ? message_in[127:96 ] : message_reg[127:96 ];
	assign W13_wr = (start_in) ? message_in[95:64  ] : message_reg[95:64  ];
	assign W14_wr = (start_in) ? message_in[63:32  ] : message_reg[63:32  ];
	assign W15_wr = (start_in) ? message_in[31:0   ] : message_reg[31:0   ];
    assign sigma0_wr = {W1_wr[6:0],W1_wr[31:7],W1_wr[6:0],W1_wr[31:7]}^{W1_wr[17:0],W1_wr[31:18],W1_wr[17:0],W1_wr[31:18]}^{3'b000,W1_wr[31:3],3'b000,W1_wr[31:3]};
	assign sigma1_wr = {W14_wr[16:0],W14_wr[31:17],W14_wr[16:0],W14_wr[31:17]}^{W14_wr[18:0],W14_wr[31:19],W14_wr[18:0],W14_wr[31:19]}^{10'b0000000000,W14_wr[31:10],10'b0000000000,W14_wr[31:10]};
	assign W16_wr = sigma0_wr + sigma1_wr + W0_wr + W9_wr; 
   always @(posedge CLK or negedge RST) 
	begin
		if(RST == 1'b0) begin
			message_reg 	<= 512'b0;
		end
		else begin
			message_reg <= {W1_wr, W2_wr, W3_wr, W4_wr, W5_wr, W6_wr, W7_wr, W8_wr, W9_wr, W10_wr, W11_wr, W12_wr, W13_wr, W14_wr, W15_wr, W16_wr};
		end
	end
    assign a_wr = (start_in) ? digest_in[255:224] : digest_reg[255:224];
	assign b_wr = (start_in) ? digest_in[223:192] : digest_reg[223:192];
	assign c_wr = (start_in) ? digest_in[191:160] : digest_reg[191:160];
	assign d_wr = (start_in) ? digest_in[159:128] : digest_reg[159:128];
	assign e_wr = (start_in) ? digest_in[127:96 ] : digest_reg[127:96 ];
	assign f_wr = (start_in) ? digest_in[95:64  ] : digest_reg[95:64  ];
	assign g_wr = (start_in) ? digest_in[63:32  ] : digest_reg[63:32  ];
	assign h_wr = (start_in) ? digest_in[31:0   ] : digest_reg[31:0   ];
    assign SIGMA1_wr 	= {e_wr[5:0],e_wr[31:6]} ^ {e_wr[10:0], e_wr[31:11]} ^ {e_wr[24:0], e_wr[31:25]};
	assign SIGMA0_wr 	= {a_wr[1:0], a_wr[31:2]} ^ {a_wr[12:0], a_wr[31:13]} ^ {a_wr[21:0], a_wr[31:22]};
	assign Ch_wr   	 	= (e_wr & f_wr) ^ ((~e_wr) & g_wr);
	assign Maj_wr	 	= (a_wr & b_wr) ^ (a_wr & c_wr) ^ (b_wr & c_wr);
	assign a_new_wr 		= SIGMA0_wr + Maj_wr + K_reg + W0_wr + h_wr + SIGMA1_wr + Ch_wr;
	assign e_new_wr 		= K_reg + W0_wr + h_wr + SIGMA1_wr + Ch_wr + d_wr;
    always @(posedge CLK or negedge RST)	
	begin
		if(RST == 1'b0) begin
			digest_reg			<= 256'h0;
			digest_init_reg	    <= 256'h0;
			digest_out			<= 256'h0;
			valid_out			<= 1'b0;
		end
		else begin
			digest_reg		<= {a_new_wr,a_wr,b_wr,c_wr,e_new_wr,e_wr,f_wr,g_wr};
			if(start_in) begin								
				digest_init_reg	    <= digest_in;
				digest_out			<= 256'h0;
				valid_out			<= 1'b0;
			end
			else if(round_reg == 7'd64) begin
				digest_out[255:224] <= digest_init_reg[255:224] + digest_reg[255:224];
				digest_out[223:192] <= digest_init_reg[223:192] + digest_reg[223:192];
				digest_out[191:160] <= digest_init_reg[191:160] + digest_reg[191:160];
				digest_out[159:128] <= digest_init_reg[159:128] + digest_reg[159:128];
				digest_out[127:96] 	<= digest_init_reg[127:96]  + digest_reg[127:96];
				digest_out[95:64] 	<= digest_init_reg[95:64]   + digest_reg[95:64];  
				digest_out[63:32]	<= digest_init_reg[63:32]   + digest_reg[63:32];  
				digest_out[31:0] 	<= digest_init_reg[31:0]    + digest_reg[31:0];   
				valid_out			<= 1'b1;
			end
			else begin				
				digest_init_reg	    <= digest_init_reg;				
				digest_out			<= digest_out;
				valid_out			<= 1'b0;
			end
		end
	end
    always @*
    begin
        case(round_reg)
            7'd00: K_reg <= 32'h428a2f98;
            7'd01: K_reg <= 32'h71374491;
            7'd02: K_reg <= 32'hb5c0fbcf;
            7'd03: K_reg <= 32'he9b5dba5;
            7'd04: K_reg <= 32'h3956c25b;
            7'd05: K_reg <= 32'h59f111f1;
            7'd06: K_reg <= 32'h923f82a4;
            7'd07: K_reg <= 32'hab1c5ed5;
            7'd08: K_reg <= 32'hd807aa98;
            7'd09: K_reg <= 32'h12835b01;
            7'd10: K_reg <= 32'h243185be;
            7'd11: K_reg <= 32'h550c7dc3;
            7'd12: K_reg <= 32'h72be5d74;
            7'd13: K_reg <= 32'h80deb1fe;
            7'd14: K_reg <= 32'h9bdc06a7;
            7'd15: K_reg <= 32'hc19bf174;
            7'd16: K_reg <= 32'he49b69c1;
            7'd17: K_reg <= 32'hefbe4786;
            7'd18: K_reg <= 32'h0fc19dc6;
            7'd19: K_reg <= 32'h240ca1cc;
            7'd20: K_reg <= 32'h2de92c6f;
            7'd21: K_reg <= 32'h4a7484aa;
            7'd22: K_reg <= 32'h5cb0a9dc;
            7'd23: K_reg <= 32'h76f988da;
            7'd24: K_reg <= 32'h983e5152;
            7'd25: K_reg <= 32'ha831c66d;
            7'd26: K_reg <= 32'hb00327c8;
            7'd27: K_reg <= 32'hbf597fc7;
            7'd28: K_reg <= 32'hc6e00bf3;
            7'd29: K_reg <= 32'hd5a79147;
            7'd30: K_reg <= 32'h06ca6351;
            7'd31: K_reg <= 32'h14292967;
            7'd32: K_reg <= 32'h27b70a85;
            7'd33: K_reg <= 32'h2e1b2138;
            7'd34: K_reg <= 32'h4d2c6dfc;
            7'd35: K_reg <= 32'h53380d13;
            7'd36: K_reg <= 32'h650a7354;
            7'd37: K_reg <= 32'h766a0abb;
            7'd38: K_reg <= 32'h81c2c92e;
            7'd39: K_reg <= 32'h92722c85;
            7'd40: K_reg <= 32'ha2bfe8a1;
            7'd41: K_reg <= 32'ha81a664b;
            7'd42: K_reg <= 32'hc24b8b70;
            7'd43: K_reg <= 32'hc76c51a3;
            7'd44: K_reg <= 32'hd192e819;
            7'd45: K_reg <= 32'hd6990624;
            7'd46: K_reg <= 32'hf40e3585;
            7'd47: K_reg <= 32'h106aa070;
            7'd48: K_reg <= 32'h19a4c116;
            7'd49: K_reg <= 32'h1e376c08;
            7'd50: K_reg <= 32'h2748774c;
            7'd51: K_reg <= 32'h34b0bcb5;
            7'd52: K_reg <= 32'h391c0cb3;
            7'd53: K_reg <= 32'h4ed8aa4a;
            7'd54: K_reg <= 32'h5b9cca4f;
            7'd55: K_reg <= 32'h682e6ff3;
            7'd56: K_reg <= 32'h748f82ee;
            7'd57: K_reg <= 32'h78a5636f;
            7'd58: K_reg <= 32'h84c87814;
            7'd59: K_reg <= 32'h8cc70208;
            7'd60: K_reg <= 32'h90befffa;
            7'd61: K_reg <= 32'ha4506ceb;
            7'd62: K_reg <= 32'hbef9a3f7;
            7'd63: K_reg <= 32'hc67178f2;
            default: K_reg <= 32'b0;
        endcase
    end
endmodule
`timescale 1ns/1ps
module sphincs_randomizer_R (
  input  wire         CLK,
  input  wire         RST,         
  input  wire         start,       
  input  wire [127:0] sk_prf,      
  input  wire [127:0] optrand,     
  input  wire [263:0] msg,         
  output reg  [127:0] R,           
  output reg          valid        
);
  localparam [255:0] SHA256_IV = {
    32'h6a09e667, 32'hbb67ae85, 32'h3c6ef372, 32'ha54ff53a,
    32'h510e527f, 32'h9b05688c, 32'h1f83d9ab, 32'h5be0cd19
  };
  localparam [511:0] IPAD64 = {64{8'h36}};
  localparam [511:0] OPAD64 = {64{8'h5c}};
  wire [511:0] Kp = {sk_prf, 384'b0};
  wire [511:0] inner_blk0 = Kp ^ IPAD64;
  wire [511:0] outer_blk0 = Kp ^ OPAD64;
  localparam [63:0] INNER_LEN_BITS = 64'd904;  
  wire [511:0] inner_blk1 = {optrand, msg, 8'h80, 48'h00_0000_0000_00, 64'h0000_0000_0000_0388};
  localparam [63:0] OUTER_LEN_BITS = 64'd768;  
  reg  [511:0] outer_blk1;
  reg         core_start;
  reg  [511:0] core_msg;
  reg  [255:0] core_digest_in;
  wire [255:0] core_digest_out;
  wire        core_valid_out;
  RTL_crypto_hashblocks_sha256 core (
    .CLK(CLK),
    .RST(RST),
    .start_in(core_start),
    .message_in(core_msg),
    .digest_in(core_digest_in),
    .digest_out(core_digest_out),
    .valid_out(core_valid_out)
  );
  localparam S_IDLE    = 4'd0;
  localparam S_I0_P    = 4'd1;   
  localparam S_I0_W    = 4'd2;   
  localparam S_I1_P    = 4'd3;   
  localparam S_I1_W    = 4'd4;   
  localparam S_O0_P    = 4'd5;   
  localparam S_O0_W    = 4'd6;   
  localparam S_O1_P    = 4'd7;   
  localparam S_O1_W    = 4'd8;   
  localparam S_DONE    = 4'd9;
  reg [3:0] state, state_n;
  reg [255:0] inner_digest;
  reg [255:0] outer_mid;
  always @* begin
    outer_blk1 = {inner_digest, 8'h80, 184'h0, 64'h0000_0000_0000_0300};
  end
  always @(posedge CLK or negedge RST) begin
    if (RST == 1'b0) begin
      state <= S_IDLE;
      inner_digest <= 256'b0;
      outer_mid    <= 256'b0;
      R            <= 128'b0;
      valid        <= 1'b0;
    end else begin
      state <= state_n;
      if (state == S_I1_W && core_valid_out) begin
        inner_digest <= core_digest_out;
      end
      if (state == S_O0_W && core_valid_out) begin
        outer_mid <= core_digest_out;
      end
      if (state == S_O1_W && core_valid_out) begin
        R     <= core_digest_out[255:128];
        valid <= 1'b1;
      end else begin
        valid <= 1'b0;
      end
    end
  end
  always @* begin
    state_n        = state;
    core_start     = 1'b0;
    core_msg       = 512'b0;
    core_digest_in = 256'b0;
    case (state)
      S_IDLE: begin
        if (start) begin
          core_start     = 1'b1;
          core_msg       = inner_blk0;
          core_digest_in = SHA256_IV;
          state_n        = S_I0_W;
        end
      end
      S_I0_W: begin
        if (core_valid_out) begin
          state_n        = S_I1_P;
        end
      end
      S_I1_P: begin
        core_start     = 1'b1;
        core_msg       = inner_blk1;
        core_digest_in = core_digest_out;  
        state_n        = S_I1_W;
      end
      S_I1_W: begin
        if (core_valid_out) begin
          state_n = S_O0_P;
        end
      end
      S_O0_P: begin
        core_start     = 1'b1;
        core_msg       = outer_blk0;
        core_digest_in = SHA256_IV;
        state_n        = S_O0_W;
      end
      S_O0_W: begin
        if (core_valid_out) begin
          state_n = S_O1_P;
        end
      end
      S_O1_P: begin
        core_start     = 1'b1;
        core_msg       = outer_blk1;       
        core_digest_in = core_digest_out;  
        state_n        = S_O1_W;
      end
      S_O1_W: begin
        if (core_valid_out) begin
          state_n = S_DONE;
        end
      end
      S_DONE: begin
        if (start) begin
          core_start     = 1'b1;
          core_msg       = inner_blk0;
          core_digest_in = SHA256_IV;
          state_n        = S_I0_W;
        end
      end
      default: begin
        state_n = S_IDLE;
      end
    endcase
  end
endmodule
==> flow_results.org <==
* Implementation run

** Run
- Across all stage logs, warnings added up to 58.
- In this run the maximum-capacitance check reported violations numbering 0.

** STA
- Setup repair after global routing left no endpoint under its margin.
- Across the routed clock network, the largest skew measured is 60.6 ps.
- Setup TNS :: 0 ps
- For this run, the final setup violation count is recorded as 0.
- Tightest slew margin relative to the limit :: 21.5%
- Static timing analysis puts the maximum clock frequency at 38.4 MHz.
- Crit path time final :: 26050 ps
- Count of final max-slew check failures :: 0
- Transition at the pin with the smallest max-transition slack :: 1180 ps
- The final timing report lists a hold violation count of 0.
- The final timing summary puts the cycle share of the worst path at 29.1%.

** Synthesis
- Gate count of the mapped netlist :: 9444
- Of all cell types, the one taking the most synthesized area is dfrtp_1.
- Count of flip-flops with a built-in enable after synthesis :: 0
- Share of synthesized area occupied by flip-flops and latches :: 44.8%
- Once synthesis finished, the tally of register bits stood at 1715.
- Total cells reported by yosys after synthesis :: 9444
- Yosys reported that registers with async set or reset make up 97.7%.
- Post-synthesis cell area :: 0.0954 mm^2
- Area fraction of the dominant cell type after synthesis :: 43.9%
- Among all flip-flop cells after synthesis, the most frequent one is dfrtp_1.
- Post-Syn Area per Cell :: 10.1 um^2
- The synthesis report lists the Yosys warning total as 2.
- Synthesis area per yosys :: 0.0954 mm^2
- After synthesis, the cell types taking the most area are dfrtp_1 (44%), fa_1 (7.2%), nand2_1 (5.4%).
- Synthesis instantiated 101 different standard cells from the library.

** Global routing
- Largest net degree at the start of global routing :: 120
- The via count of the first global-routing pass came to 77.4k.
- In the global route stage, overall resource usage came out at 45.5%.
- Global routing finished with a remaining overflow of 0.
- The first global-routing pass estimated 582000 um of wire.
- The initial antenna violation count was 35.

** Floorplan
- From left edge to right edge, the die measures 439 um.
- In the floorplan report the effective utilization is 50.6%.
- Vertical die dimension :: 439 um
- The report lists the number of standard-cell rows as 159.
- Core footprint :: 0.189 mm^2
- I/O pins :: 652
- In this run the full chip footprint comes out at 0.193 mm^2.

** Finish
- Area overhead of the layout relative to synthesis :: 16.9%
- The finished layout holds 12.7k standard cells, fillers aside.
- Multi-input combinational cell area :: 0.0483 mm^2
- The area taken by sequential standard cells is reported as 0.0427 mm^2.
- The layout has 15.4k filler cells.
- The register with the most flip-flops in the layout has 512 of them.
- Fraction of layout instances using a drive strength above 1 :: 10.1%

** Placed design
- Dpl cells :: 12.3k
- After its last routability iteration, the placer logged a weighted congestion of 1.08.
- Port-buffer cells :: 651
- After legalization and detailed placement, the total HPWL measured 319000 um.

** Critical path
- For reference, the most critical setup path is categorized as input port to register.
- The timing report gives the biggest stage delay along the critical path as 940 ps.
- Slowest cell on the critical path :: a22oi_1
- Arrival @ worst endpoint :: 26820 ps
- Kind of end point of the critical path :: register
- The critical path endpoint has a required time of 90260 ps.
- Looking at the critical path, the highest net fanout was 89.
- Crit path top cell by count :: fa_1
- Critical path, cell by cell :: clkdlybuf4s50_1 -> o21a_4 -> nor2_8 -> buf_12 -> buf_4 -> a22oi_1 -> o21ai_0 -> fa_1 -> inv_1 -> fa_1 -> fa_1 -> inv_1 -> fa_1 -> inv_1 -> ha_1 -> a211o_1 -> a2111oi_0 -> or3_1 -> o311a_1 -> o31ai_2 -> a2111oi_2 -> o21bai_1 -> a21oi_1 -> xnor2_1
- CP startpoint kind :: input port

** Drt
- Count of vias placed by the detailed router :: 78.1k
- Per the detail_route report, vias per standard cell equal 6.17.
- The count of nets left with antenna violations once routing finished came out at 0.
- The first TritonRoute pass finished after 7 iterations.
- Average routed wire per standard cell :: 32.5 um
- The first routing iteration left 6950 violations.
- The wire length recorded after detailed routing is 412000 um.
- Per the detail_route report, DRC violations left total 0.

** Clock network
- Per the post-CTS timing run, clock transition at the registers of the reported paths is 60 ps.
- Maximum buffer depth of the clock tree :: 3
- CTS placed an instance of clkbuf_16 at the clock tree root.
- Hold bufs inserted after CTS :: 0
- Looking at the post-CTS report, the setup buffer insertion count equals 0.
- Gates resized, CTS repair :: 0
- The clock drives 1715 sinks.
- The clock tree synthesis step divided the H-tree into 4 levels.
- Per the TritonCTS log, the buffer count is 183.
- TritonCTS built the clock tree.
- Skew-Pair Late Insertion Delay :: 870 ps

** Run status
- The run finished with clean final reports.

** Min path
- In this run the worst hold path is classified as register to register.
## area by class of cell
type | instances | share of cell area [%]
diodes | 17 | 0.0381
clock buffers | 253 | 4.64
clock inverters | 83 | 1.17
inverters | 633 | 2.13
multi-input cells | 6570 | 43.3
flip-flops and latches | 1715 | 38.3
well taps | 2495 | 2.80
repair buffers | 896 | 7.58
## layout by cell type (no fill, tap or decap), types with 28 or more instances in the layout
master           instances
a21oi_1                741
dfrtp_1               1671
o21bai_1                47
nand3_1                137
nand2_1               1356
o31a_1                  28
a222oi_1                33
and2_1                  32
o21a_1                  67
a221oi_1                99
clkbuf_1                38
a211oi_1                87
a31oi_1                 76
a21o_1                 181
o31ai_1                 32
fa_1                   345
o211ai_1                32
ha_1                   364
nor3_1                  81
dfxtp_1                 40
a22o_1                 265
nor2b_1                 35
inv_1                  627
clkinv_2                28
a221o_1                117
nand2b_1                44
clkbuf_8                31
buf_4                  238
o21ai_1                 32
xnor2_1                431
xor2_1                 109
mux2_2                 393
and3_1                  63
a22oi_1                161
clkbuf_16              184
o21ai_0                383
clkdlybuf4s50_1        650
nor2_1                 462
## layer usage
| metal | vias to the layer above | track usage (%) | wire length (um) |
|---|---|---|---|
| li1 | 34000 | - | - |
| met1 | 38700 | 61.4 | 151000 |
| met2 | 4350 | 60.9 | 172000 |
| met3 | 909 | 24.7 | 60800 |
| met4 | 48 | 22.8 | 28100 |
| met5 | - | 2.11 | 800 |
## stage by stage
stage               utilization (%)  worst slack, ps  cell area, um^2  hold WS (ps)
floorplan                         -            65350            95400           414
global placement               55.7            62760           105000           426
detailed placement             55.7            62740           105000           433
CTS                            59.1            63620           112000           449
global route                   59.1            62940           112000           467
finish                         59.1            63450           112000           442
## cell usage after synthesis (19+ instances only)
cell type,instances
o21ai_0,387
and2_1,32
dfxtp_1,40
nand4_1,27
fa_1,345
a22o_1,265
nand3_1,138
a222oi_1,33
nand2b_1,45
xor2_1,109
buf_2,78
o21a_1,68
buf_1,86
a21o_1,181
inv_1,629
o21bai_1,47
mux2_2,393
nor2b_1,35
a22oi_1,161
a31oi_1,76
a211oi_1,87
xnor2_1,431
nor3_1,81
o31ai_1,35
clkbuf_1,359
a221oi_1,100
a21boi_1,25
a221o_1,117
nand2_1,1360
and3_1,64
a211o_1,23
mux2i_1,19
ha_1,364
a21oi_1,741
dfrtp_1,1674
o21ai_1,29
nor2_1,466
o211ai_1,32
o31a_1,28
## critical path, delay by kind of cell
| family | cells | cell delay [ps] |
|---|---|---|
| buffers and inverters | 6 | 1480 |
| AND/OR/NAND/NOR | 2 | 470 |
| AND-OR/OR-AND | 10 | 4050 |
| XOR/XNOR | 1 | 140 |
| adder cells (fa/ha/maj) | 5 | 2520 |
## final timing paths
path | start | end | cells after the start | slack (ps)
max in group asynchronous | RST | core.message_reg[365] | 6 | 68780
max | start | core.digest_reg[254] | 24 | 63450
min in group asynchronous | RST | inner_digest[146] | 1 | 16840
min | core.message_reg[66] | core.message_reg[98] | 2 | 440
min reg2reg | core.message_reg[66] | core.message_reg[98] | 2 | 440
max reg2reg | state[8] | core.digest_reg[254] | 26 | 79800
## kinds of logic (layout without fill, tap and decap cells)
kind of cell	count (synthesis)	in the layout	share of synthesized area [%]
and+or+nand+nor	2328	2328	10.3
AOI/OAI and AO/OA	2570	2570	18.3
other	0	17	0
adders and majority gates	720	720	12.1
muxes	412	412	4.84
buffers and inverters	1159	1865	4.68
xor gates and xnor gates	540	540	4.96
DFF	1715	1715	44.8
